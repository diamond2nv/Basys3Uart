File: flow/design.v
module top(input clk, output RsTx, input btnC);
    reg [12:0] counter;
    reg uart_clk;
    reg [3:0] char_counter;
    reg frame_clk;
    reg [7:0] data;
    reg [1:0] btnC_s;
    reg trigger;
    reg [3:0] bit_counter;
    always @(posedge clk)
    begin
        if(counter == 13'd5208)
        begin
            uart_clk <= ~uart_clk;
            counter <= 0;
        end
        else
            counter <= counter + 1;
    end
    always @(posedge uart_clk)
    begin
        if(bit_counter == 4'd4)
        begin
            frame_clk <= ~frame_clk;
            bit_counter <= 0;
        end
        else
            bit_counter <= bit_counter + 1;
        trigger <= (char_counter != 0) & (frame_clk == 1'b1);
    end
    always @(posedge frame_clk)
    begin
        btnC_s <= {btnC_s[0], btnC};
        char_counter <= (char_counter == 4'd15 | (char_counter == 0 & !(btnC_s[0] & !btnC_s[1]))) ? 0 : char_counter + 1;
        case(char_counter)
            4'd1 : data <= 8'h48;
            4'd2 : data <= 8'h65;
            4'd3 : data <= 8'h6c;
            4'd4 : data <= 8'h6c;
            4'd5 : data <= 8'h6f;
            4'd6 : data <= 8'h2c;
            4'd7 : data <= 8'h20;
            4'd8 : data <= 8'h57;
            4'd9 : data <= 8'h6f;
            4'd10 : data <= 8'h72;
            4'd11 : data <= 8'h6c;
            4'd12 : data <= 8'h64;
            4'd13 : data <= 8'h21;
            4'd14 : data <= 8'h0d;
            4'd15 : data <= 8'h0a;
        endcase
    end
    transmitter tr_1(
        .clk (uart_clk),
        .trigger (trigger),
        .data(data),
        .RsTx (RsTx)
    );
endmodule
module transmitter(input trigger, input clk, input [7:0] data, output RsTx);
    reg [8:0] memory;
    reg [1:0] trigger_s;
    always @(posedge clk)
    begin
        trigger_s[0] <= trigger;
        trigger_s[1] <= trigger_s[0];
        memory <= (trigger_s[0] & !trigger_s[1] & (memory == 0)) ? {1'b1, data} : memory >> 1;
    end
    assign RsTx = (memory == 0) ? (trigger_s[0] & !trigger_s[1] ? 0 : 1) : memory[0];
endmodule
File: flow/run.sh
#!/bin/bash
# OpenROAD 26Q1-2900-gdf79404cd8, Yosys 0.63+post, stock flow scripts
make -C /OpenROAD-flow-scripts/flow DESIGN_CONFIG=/design/flow/config.mk WORK_HOME=/design/flow/orfs finish
File: flow/config.mk
export PLATFORM = sky130hd
export DESIGN_NAME = top
export DESIGN_NICKNAME = top
export VERILOG_FILES = /design/flow/design.v
export SDC_FILE = /design/flow/constraint.sdc
export NUM_CORES = 4
export LEC_CHECK = 1
export CORE_UTILIZATION = 30
File: flow/constraint.sdc
current_design top

set clk_period 2.1
set clk_io_pct 0.2

create_clock -name clk0 -period $clk_period [get_ports {clk}]

set non_clock_inputs [all_inputs -no_clocks]
set_input_delay [expr $clk_period * $clk_io_pct] -clock clk0 $non_clock_inputs
set_output_delay [expr $clk_period * $clk_io_pct] -clock clk0 [all_outputs]
==> run summary <==
Latest figures from synthesis and place and route.

The run finished with clean final reports. In this run the cell area of the synthesized design comes to 1840 sq um. In this run the worst path has a maximum fanout of 10. The script extracted a total leakage power of 0.837 nW. The number of enable-type register cells in the synthesized netlist is 9. The async set or reset register ratio after synthesis is 0%. The type of origin of the critical path is a register.

The post-route minimum period is 1.57 ns. The timing report gives the worst reg2reg path a setup slack of 0.53 ns. After synthesis, flip-flops and latches occupy 52.9% of the total area. Entering global routing, the biggest net connects 19 pins. STA lists the startpoint of the worst hold path as counter[0]$_SDFF_PN0_. Cells with a size suffix above 1 make up 7.22% of the layout. In this run the tools logged warnings totalling 30. In the placement report, post-DP HPWL is listed as 1840 microns. The pre-CTS setup slack is 0.545 ns. Per the placement report, the placed cell count is 251. The worst setup path is captured at a register. The arrival time of data at the worst endpoint is listed as 1.74 ns. In the final timing run, aggregate negative setup slack is 0 ns. The total congestion overflow is 0. For this block, the initial DRC count from the detailed router was 15. In the synthesized netlist, the cells that appear most often are sky130_fd_sc_hd__dfxtp_1, sky130_fd_sc_hd__nor2_1, sky130_fd_sc_hd__inv_1. The remaining antenna violation count is 0.

The most popular library cell in the synthesized design by count is sky130_fd_sc_hd__dfxtp_1. The launching instance or port of the critical path is counter[2]$_SDFF_PN0_. The required time at the worst-slack endpoint is 2.27 ns. The via count of the first global-routing pass is 984.

The number of antenna violations at the first check in global routing is 0. The routed design shows a via density per instance of 4.47. TritonCTS built the clock tree. Setup repair after global routing left no endpoint under its margin. The end of the critical path is counter[12]$_SDFF_PN0_. The count of TritonRoute iterations in the first routing pass is 4. The core area is 5920 sq um. In this run, post-CTS hold repair placed 0 buffers.

The number of levels in the clock H-tree is 1. The post-layout worst setup margin is 0.532 ns. The height of the die is 80.2 microns.

The share of the clock period used by the worst path after layout is 74.7%. The antenna diode count is 0. The average cell area after synthesis is 10.3 sq um. The cell resize tally after clock tree synthesis is 0. IR analysis of the VDD net gives a maximum drop of 0.000352 V. Summed over all layers, the routed wires come to 2510 microns. The critical path's slowest stage uses the library cell sky130_fd_sc_hd__or4_1. In the Yosys report the total cell count is 179.

The dominant register cell is sky130_fd_sc_hd__dfxtp_1. The count of maximum capacitance violations is 0. The floorplan report gives the top-level pin count as 3. The kind of path behind the tightest hold check is reg -> reg. The worst register-to-register path depth is 3. The timer found 30 register pins that no clock reaches; their paths are not timed. The routed length per placed instance is 9.84 microns. The worst pin sits at a relative slew slack of 66.3%. The clock transition at the registers of the reported paths is 0.05 ns.

The total power density per cell area is 263 nW/um^2. Port buffering added 2 buffers. The count of pins over their slew limit is 0.

The critical path depth is 3. The final hold slack is 0.484 ns. The die span in x is 80.2 microns. The critical path class is reg -> reg.

At the floorplan stage, the core utilization is reported as 31.0%. The number of warnings printed during yosys synthesis is 2. The area added between synthesis and finish is 8.59%.

The slew of the pin with the lowest slew margin is 0.499 ns. In the synthesis report, Yosys lists the chip area as 1840 sq um. Per the finish-stage timing summary, setup violations number 0.

The destination of the worst register-to-register timing path is counter[12]$_SDFF_PN0_. The number of cells on the worst hold path is 1. The number of non-filler instances in the completed layout is 255. After clock tree synthesis, the setup repair step added 0 buffers. For the worst-skew pair, the clock arrives at the later sink with an insertion delay of 0.24 ns. Yosys mapped the design onto 36 distinct sky130hd cell types. The overall global routing resource usage is 8.38%. The count of buffer and inverter cells on the critical path is 0. The clock skew is 0.000481 ns. The site row count is 28. The post-synthesis sequential element count is 44. The synthesized design devotes to its leading area cell type 38.2% of total area. The design draws 525 uW. Counting endpoints that fail hold in the final report gives 0. CTS reports a maximum clock tree buffer depth of 2. The placement summary gives the final routability congestion estimate as 0.782. The number of unconstrained endpoints is 39. According to the floorplan report, the total die area is 6440 sq um.

The root buffer cell is sky130_fd_sc_hd__clkbuf_8. The largest stage delay on the critical path is 0.61 ns. By area the synthesized netlist is led by sky130_fd_sc_hd__dfxtp_1, sky130_fd_sc_hd__edfxtp_1, sky130_fd_sc_hd__ha_1.

The routed via count is 1140. The top cell family by delay on the critical path is simple AND/OR/NAND/NOR gates. The number of remaining DRC errors is 0. Per STA, the worst path is made up of nand4_1, or4_1, a21oi_1.

After technology mapping, the gate count stands at 179. The number of buffers created by CTS is 3. The first global-routing pass estimated 4360 microns of wire. The highest clock frequency the design can meet is 638 MHz. sky130_fd_sc_hd__dfxtp_1 takes more of the synthesized area than any other cell. STA lists the startpoint of the worst register-to-register path as counter[2]$_SDFF_PN0_.
## layer usage
metal	vias to the layer above	share of wire, %	track usage [%]
li1	623	-	-
met1	512	55	14.0
met2	5	44	12.6
met3	0	0.84	0.692
met4	0	0	0.714
met5	-	0	0
## cells in the final DEF, fill, tap and decap left out, drive strengths merged, types with 4 or more instances in the layout
| cell type | count |
|---|---|
| dfxtp | 35 |
| nor2 | 21 |
| inv | 13 |
| edfxtp | 9 |
| a21o | 8 |
| xor2 | 8 |
| ha | 8 |
| nand3 | 7 |
| a21oi | 6 |
| nand2b | 5 |
| nor3 | 5 |
| nand2 | 5 |
| nor2b | 4 |
| a31oi | 4 |
| clkbuf | 4 |
## stage by stage
step | area, sq um | util [%]
2_1_floorplan | 1840 | -
3_3_place_gp | 1940 | 32.7
3_5_place_dp | 1940 | 32.7
4_1_cts | 1990 | 33.7
5_1_grt | 1990 | 33.7
6_report | 1990 | 33.7
## report_power, final
part	internal [mW]	switching, mW
registers	0.268	0
clock network	0.166	0.0887
logic	0.00158	0.000153
total	0.436	0.0889
## cell type report
class	count	area (sq um)
Timing Repair Buffer	4	35.0
Sequential cell	44	971
Multi-Input combinational cell	115	790
Inverter	13	48.8
Clock buffer	4	55.1
Fill cell	599	3930
Tap cell	75	93.8
## kinds of logic after synthesis
kind of cell / Yosys count / share of synthesized area, %
AND-OR/OR-AND: 32 / 12.3
XOR/XNOR: 10 / 4.77
adder cells (fa/ha/maj): 8 / 5.45
buffers and inverters: 20 / 4.09
flip-flops: 44 / 52.9
AND/OR/NAND/NOR: 65 / 20.5
## worst min path at each step
stage	to	slack, ns
6_report	counter[0]$_SDFF_PN0_	0.48
5_1_grt	counter[11]$_SDFF_PN0_	0.52
4_1_cts	counter[0]$_SDFF_PN0_	0.49
## flip-flops by register name (all words and copies together), names as in the netlist
name / flops
btnC_s: 2
trigger: 1
bit_counter: 4
frame_clk: 1
tr_1.memory: 9
data: 7
char_counter: 4
counter: 13
uart_clk: 1
tr_1.trigger_s: 2
Power is estimated from default activity; no workload was simulated.
